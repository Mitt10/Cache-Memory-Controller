==> flow/design.v <==
`timescale 1ns / 1ps
module cache_controller (
    input  wire         clk,
    input  wire         rst,
    input  wire         cpu_read,
    input  wire         cpu_write,
    input  wire [31:0]  cpu_address,
    input  wire         mem_ready,
    input  wire         dirty_bit,
    input  wire         valid_bit,
    input  wire [31:0]  mem_data_in,
    input  wire [31:0]  cache_data_in,
    output reg  [31:0]  mem_address,
    output reg          mem_read,
    output reg          mem_write,
    output reg          cache_read_en,
    output reg  [7:0]   cpu_data_out,
    output reg          ready,
    input  wire         hit,
    output reg  [7:0]   index,
    output reg  [1:0]   offset,
    output reg  [21:0]  tag
);
    reg [1:0] current_state, next_state;
    localparam IDLE       = 2'b00,
               COMPARE    = 2'b01,
               WRITE_BACK = 2'b10,
               ALLOCATE   = 2'b11;
    always @(*) begin
        tag    = cpu_address[31:10];
        index  = cpu_address[9:2];
        offset = cpu_address[1:0];
    end
    always @(posedge clk or posedge rst) begin
        if (rst) current_state <= IDLE;
        else     current_state <= next_state;
    end
    always @(*) begin
        mem_read      = 0;
        mem_write     = 0;
        cache_read_en = 0;
        mem_address   = 0;
        ready         = 0;
        cpu_data_out  = 8'h00;
        next_state    = current_state;
        case (current_state)
        IDLE: begin
            if (cpu_read || cpu_write)
                next_state = COMPARE;
        end
        COMPARE: begin
            cache_read_en = 1;
            if (hit) begin
                cpu_data_out = cache_data_in[offset*8 +: 8];
                ready        = 1;
                next_state   = IDLE;
            end else if (valid_bit && dirty_bit)
                next_state = WRITE_BACK;
            else
                next_state = ALLOCATE;
        end
        WRITE_BACK: begin
            mem_write   = 1;
            mem_address = {tag, index, 2'b00};
            if (mem_ready)
                next_state = ALLOCATE;
        end
        ALLOCATE: begin
            mem_read    = 1;
            mem_address = {tag, index, 2'b00};
            if (mem_ready) begin
                cpu_data_out = mem_data_in[offset*8 +: 8];
                ready        = 1;
                next_state   = IDLE;
            end
        end
        default: next_state = IDLE;
        endcase
    end
endmodule
==> flow/run.sh <==
#!/bin/bash
# OpenROAD 26Q1-2900-gdf79404cd8, Yosys 0.63+post, stock flow scripts
make -C /OpenROAD-flow-scripts/flow DESIGN_CONFIG=/design/flow/config.mk WORK_HOME=/design/flow/orfs finish
==> flow/config.mk <==
export PLATFORM = sky130hd
export DESIGN_NAME = cache_controller
export DESIGN_NICKNAME = cache_controller
export VERILOG_FILES = /design/flow/design.v
export SDC_FILE = /design/flow/constraint.sdc
export NUM_CORES = 4
export LEC_CHECK = 1
export CORE_AREA = 10 10 102 102
export DIE_AREA = 0 0 112 112
==> flow/constraint.sdc <==
current_design cache_controller

set clk_period 2.7
set clk_io_pct 0.2

create_clock -name clk0 -period $clk_period [get_ports {clk}]

set non_clock_inputs [all_inputs -no_clocks]
set_input_delay [expr $clk_period * $clk_io_pct] -clock clk0 $non_clock_inputs
set_output_delay [expr $clk_period * $clk_io_pct] -clock clk0 [all_outputs]
==> summary.txt <==
Implementation run completed; key figures follow.

Status:
- The flow ran to the end, and the final reports show no timing, DRC or antenna violations.

Finish:
- The final report lists a non-filler cell total of 373.
- In the final layout, the registers with the most flip-flops are current_state x4.
- The run gives the share of the core filled with cells as 36.00%.
- The top cell types in the final layout, fill and taps aside, are 171 x clkdlybuf4s50_1, 31 x nor2b_1, 11 x mux4_2, 8 x a22o_1.
- The run gives the largest register by flop count as current_state.
- The run puts the flip-flop count of the largest register, all copies and words added at 4.
- Cells with a size suffix above 1 make up 11.19% of the layout.
- The top cell type in the final layout, fill and taps aside, is clkdlybuf4s50_1.
- The run puts the post-synthesis to final-layout area growth at 154.5%.
- The run gives the post-route cell area as 2958 um2.

CTS:
- The run gives the TritonCTS buffer count as 3.
- For this design, the sink count on the clock tree is 4.
- The run gives the insertion delay to the later sink of the worst-skew pair as 0.22 ns.
- The tree is rooted in a clkbuf_8.
- The run gives the clock slew at the register clock pins of the worst setup and hold paths as 0.03 ns.
- TritonCTS built the clock tree.
- The run gives the number of H-tree levels as 1.
- In this run, post-CTS hold repair placed 0 buffers.
- The run gives the number of buffers on the longest clock path as 2.

Synth:
- The synthesized design spends more area on one cell type than any other, namely buf_4.
- The run gives the proportion of netlist area held by the largest area contributor as 21.96%.
- After synthesis, the cell types taking the most area are buf_4 22%, mux4_2 19%, nor2b_1 17%.
- The run gives the share of synthesized area occupied by flip-flops and latches as 8.719%.
- The run puts the yosys-reported design area after synthesis at 1162 um2.
- The run gives the Yosys warning count as 1.
- The run gives the combined area of all synthesized cells as 1162 um2.
- The post-synth register bit count is 4.
- The run gives the synthesized area per cell as 9.851 um2.
- Synthesis instantiated 24 different standard cells from the library.
- The run gives the synthesized netlist cell count as 118.
- The run puts the post-synthesis cell count from yosys at 118.

Route:
- The run puts the via count at 1486.
- The run puts the total iterations of the first detailed-routing run at 4.
- The run gives the routed wire length as 6.346 mm.
- The first routing iteration left 36 violations.
- The DRC violation total left in the routed layout is recorded as 0.
- The run gives the final antenna diode count as 0.
- The run puts the count of nets left with antenna violations after detail routing at 0.
- For this run, the detailed router reports a per-instance via density of 3.984.
- The run puts the average detailed-routed wire length per instance at 17.01 um.

Critical path:
- The run gives the minimum setup slack among reg-to-reg paths as 1.56 ns.
- Looking at the reg2reg group, the worst path starts from current_state[3].
- STA classifies the critical path endpoint as a primary output.
- The required time at the worst endpoint is listed as 2.16 ns.
- The run gives the type of the setup path with the least slack as in2out.
- The run puts the largest fanout of any net on the critical path at 1.
- The worst setup path is launched from an input pin.
- For the worst reg-to-reg path, the endpoint reported by OpenROAD is current_state[0].
- The run puts the signal arrival time at the worst endpoint at 2.10 ns.
- For the worst flop-to-flop path, the logic depth is 2.

Placement:
- The run puts the HPWL reported at the end of detailed placement at 5.672 mm.
- RePlAce ended its routability-driven mode at a weighted congestion of 0.8487.
- Including well taps, the total number of placed cells is 364.
- The run gives the count of buffers from port buffering as 177.
- The run gives the post-detailed-placement cell area as 2824 um2.

Global routing:
- The run gives the sum of overflow across all layers after global routing as 0.
- The number of global-route vias before repair was 1727.
- The first global-routing pass estimated 9.673 mm of wire.
- The initial antenna violation count was 0.
- Total global-route track usage over all layers is 9.479%.
- The run gives the largest net degree at the start of global routing as 31.

Floorplanning:
- In this run the full chip footprint comes out at 12540 um2.
- The run puts the standard cell core area at 8217 um2.
- The run gives the count of boundary I/O pins as 180.
- The run puts the floorplan core density at 14.15%.
- The report lists the number of standard-cell rows as 33.
- The run puts the overall die height at 112 um.
- Measured along the x axis, the die boundary spans 112 um.

Final timing:
- Adding up every negative setup slack in the final design gives 0 ns.
- The run puts the minimum clock period at 2.637 ns.
- The run puts the number of hold violations in the final report at 0.
- The run puts the highest clock rate at 0.3792 GHz.
- The final critical path takes up 97.68% of the cycle.
- For reference, the final report shows the max-slew violation count at 0.
- The run puts the final setup skew at 0.001513 ns.
- Setup repair after global routing left no endpoint under its margin.
- The run puts the final tally of setup violations at 0.

Power and ir drop:
- The run gives the static leakage power as 0.001121 uW.
- The run puts the overall power consumption at 821.3 uW.
- The run gives the largest voltage drop on the vdd net as 0.1244 mV.
- The run gives the power density over the cells as 277.7 nW/um2.

Job:
- The run gives the tally of max-capacitance violations as 0.
- The tool warning count for the run is 25.

Min path:
- The run gives the path class of the lowest-slack min-delay path as in2async.
## stage by stage
step | hold WS, ns | setup WS (ns)
6_report | 0.5064 | 0.06262
5_1_grt | 0.5351 | 0.01513
4_1_cts | 0.5109 | 0.004481
3_5_place_dp | 0.5442 | -0.3091
3_3_place_gp | 0.5343 | -0.3067
2_1_floorplan | 0.3054 | 0.6649
## area by class of cell
type                    count  area, um2
flip-flops and latches      4      101.3
repair buffers            187       1917
fillers                   839       5259
multi-input cells          71      755.7
clock buffers               4      45.04
inverters                   2      7.507
well taps                 105      131.4
## worst max-delay path by stage
stage	slack, ns	cells after the start	end	start
4_1_cts	0.004	5	cpu_data_out[7]	hit
5_1_grt	0.02	4	cpu_data_out[1]	cache_data_in[25]
6_report	0.06	4	cpu_data_out[0]	cache_data_in[16]
## Yosys cell counts
| library cell | n |
|---|---|
| a221o_1 | 1 |
| a22o_1 | 8 |
| and2_1 | 2 |
| buf_12 | 1 |
| buf_2 | 1 |
| buf_4 | 34 |
| buf_6 | 1 |
| clkbuf_1 | 5 |
| conb_1 | 1 |
| dfrtp_1 | 3 |
| dfstp_2 | 1 |
| inv_1 | 2 |
| mux2i_1 | 1 |
| mux4_1 | 6 |
| mux4_2 | 10 |
| nand2_1 | 1 |
| nand2b_1 | 1 |
| nor2_1 | 2 |
| nor2b_1 | 31 |
| nor3_1 | 2 |
| nor4b_2 | 1 |
| o21ai_0 | 1 |
| o22ai_1 | 1 |
| or2_2 | 1 |
## power breakdown
part	total, uW	internal [uW]	switching [uW]
clock network	132	101	31.5
logic	598	449	149
registers	90.4	73.2	17.2
total	821	623	198
## layer usage
| layer | wire (um) | global-route usage [%] | up-vias | part of all wire (%) |
|---|---|---|---|---|
| met4 | 29 | 0.5922 | 0 | 0.46 |
| met3 | 1425 | 8.578 | 2 | 22 |
| li1 | - | - | 695 | - |
| met1 | 2111 | 9.106 | 634 | 33 |
| met2 | 2780 | 15.58 | 155 | 44 |
| met5 | 0 | 0 | - | 0 |
## critical path, cell delays in order
cell             delay [ns]
clkdlybuf4s50_1        0.41
mux4_1                 0.49
a22o_1                 0.24
clkdlybuf4s50_1        0.42
## cell families after synthesis
group,after synthesis,synth area share [%]
AOI/OAI and AO/OA,11,7.858
buffers and inverters,44,27.34
DFF,4,8.719
muxes,17,33.80
other,1,0.3226
and+or+nand+nor,41,21.96
## what timing repair did
action                     CTS  global route
setup endpoints to repair    8             3
gates cloned                 2             0
resized                      9             5
buffers inserted             3             0
Power figures rest on the tool's default switching activity, not on a simulated workload.
